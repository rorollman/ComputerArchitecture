--- flow/constraint.sdc ---
current_design fullsub_4b

set clk_period 3.8
set clk_io_pct 0.2

create_clock -name clk0 -period $clk_period

set non_clock_inputs [all_inputs -no_clocks]
set_input_delay [expr $clk_period * $clk_io_pct] -clock clk0 $non_clock_inputs
set_output_delay [expr $clk_period * $clk_io_pct] -clock clk0 [all_outputs]
--- flow/config.mk ---
export PLATFORM = sky130hd
export DESIGN_NAME = fullsub_4b
export DESIGN_NICKNAME = fullsub_4b
export VERILOG_FILES = /design/flow/design.v
export SDC_FILE = /design/flow/constraint.sdc
export NUM_CORES = 4
export LEC_CHECK = 1
export CORE_AREA = 10 10 70 70
export DIE_AREA = 0 0 80 80
--- flow/design.v ---
module fullsub_4b (input [3:0] a,b, input cin, output borrow, output [3:0] diff);
	wire [4:0] x;
	fullsub fs1(a[0], b[0], cin, x[0], diff[0]);
	fullsub fs2(a[1], b[1], x[0], x[1], diff[1]);
	fullsub fs3(a[2], b[2], x[1], x[2], diff[2]);
	fullsub fs4(a[3], b[3], x[2], x[3], diff[3]);
	assign borrow = x[3];
endmodule
module fullsub (input a, b, cin, output borrow, diff);
	assign diff = a^b^cin;
	assign borrow = (~a & b) | (~(a^b)&cin);
endmodule
--- flow/run.sh ---
#!/bin/bash
# OpenROAD 26Q1-2900-gdf79404cd8, Yosys 0.63+post, stock flow scripts
make -C /OpenROAD-flow-scripts/flow DESIGN_CONFIG=/design/flow/config.mk WORK_HOME=/design/flow/orfs finish
==> job_summary.md <==
## Implementation flow summary

| Metric | Value |
|---|---|
| Synthesized area | `148 um^2` |
| Max-slew headroom | `93.3%` |
| Iteration-0 DRC Markers | `0` |
| Top area cell types | `fa_1 (54%), inv_1 (25%), buf_4 (20%)` |
| Worst EP required | `between 3 and 4 ns` |
| Adder Share, Synth | `a little over half` |
| Number of post-CTS setup repair buffers | `0` |
| Yosys stat cell total | `18` |
| XOR/XNOR Area Share | `0%` |
| Cell Chain, Critical Path | `clkdlybuf4s50_1 -> inv_1 -> fa_2 -> inv_2 -> fa_2 -> fa_2 -> inv_1 -> fa_2 -> inv_1 -> clkdlybuf4s50_1` |
| Part of the cycle the worst path needs | `a little over nine tenths` |
| Largest net degree at the start of global routing | `2` |
| Top cells by count | `inv_1 (10), buf_4 (4), fa_1 (4)` |
| Power Density | `114 nW/um^2` |
| # diodes | `0` |
| DRC | `0` |
| Cts-stage hold buffer count | `0` |
| Crit path launch type | `input pin` |
| Init Core Util | `4.32%` |
| Final Instance Area | `approximately 320 um^2` |
| DR pass1 iterations | `1` |
| Filler cell count | `roughly 400` |
| FF/Latch Area | `0 um^2` |
| Basic Gates by Area | `0%` |
| Setup Crit Path Kind | `in -> out` |
| Crit. End Element | `primary output` |
| DPL Wire Length | `~380 um` |
| CLK BUF | `0` |
| Routed wire length | `just under 400 um` |
| Core area | `3420 um^2` |
| Top cell area share | `54.2%` |
| Seq share, synth | `0%` |
| Layout cell share with drive strength beyond 1 | `between 10% and 20%` |
| Ao+oa area frac | `0%` |
| Io pins | `14` |
| Syn Inst Count | `18` |
| Non-Filler Instances | `74` |
| Unique cell types | `3` |
| Slowest stage delay, CP | `around 0.45 ns` |
| Hold Path Cell Cnt | `4` |
| Dominant cell type by area after synthesis | `fa_1` |
| Number of routed nets with antenna violations | `0` |
| Kind of cell adding the most delay to the critical path | `buffers and inverters` |
| # rows | `21` |
| RSZ-0062 raised after global routing | `false` |
| Final Hold Fails | `0` |
| Dpl cells | `74` |
| Setup TNS | `0 ns` |
| Tot Pwr | `~0.037 mW` |
| Worst Path Arrival | `2.92 ns` |
| Overflow after GRT | `0` |
| Mean Syn Cell Area | `8.20 um^2` |
| Outcome | `finished, final reports clean` |
| Hold Crit Class | `in -> out` |
| Placed Area | `about 320 um^2` |
| Max-slew violation count | `0` |
| Max FO, Critical Path | `1` |
| Vias in the first global route | `between 100 and 150` |
| Via density | `about 1.6` |
| # setup viols final | `0` |
| Top logic family | `adder cells` |
| Fmax | `272 MHz` |
| Worst-Margin Slew | `between 0.1 and 0.15 ns` |
| Global-route wire length before repair | `586 um` |
| Crit path buf inv count | `6` |
| Log Warnings | `32` |
| Worst vdd ir | `between 0.04 and 0.05 mV` |
| Leak | `roughly 0.13 nW` |
| Slowest CP cell | `clkdlybuf4s50_1` |
| Placer Congestion | `about 0.75` |
| All-Layer GR Usage | `1.19%` |
| Most common cell in the synthesized netlist | `inv_1` |
| Routed via count | `~120` |
| Crit path time final | `between 3 and 4 ns` |
| Routed WL per cell | `roughly 5.2 um` |
| Die Span Y | `~80 um` |
| Max-Cap Viols | `0` |
| Total number of yosys warnings | `0` |
| Number of cells on the critical path | `10` |
| Area Overhead vs Synth | `119%` |
| Die W | `around 80 um` |
| Yosys chip area | `about 150 um^2` |
| Seq_cells | `0` |
| Port Buffers | `14` |
| Synth mux share | `0%` |
| Die Footprint | `about 6400 um^2` |
| Top cell by count, worst path | `fa_2` |
| Initial antenna violation count | `0` |
## power by group
group          switching, mW  internal (mW)
Clock                      0              0
Sequential                 0              0
Combinational         0.0108         0.0261
Total                 0.0108         0.0261
## per-layer routing
layer	track usage, %	vias to the layer above	part of all wire, %	wire length (um)
li1	-	60	-	-
met1	2.15	42	62	238
met2	0.963	14	16	61
met3	0.795	0	22	86
met4	0	0	0	0
met5	0	-	0	0
## cell families after synthesis
kind of cell             Yosys count
adder cells (fa/ha/maj)            4
buffers and inverters             14
## area by class of cell
class,count,area [um^2],share of cell area [%]
multi-input cells,4,90.1,27.8
repair buffers,14,139,42.9
well taps,46,57.6,17.8
inverters,10,37.5,11.6
## worst min-delay path: stages
cell	delay (ns)
clkdlybuf4s50_1	0.39
inv_1	0.08
fa_2	0.18
dlygate4sd2_1	0.20
## final timing paths
check	from	to	slack [ns]
setup / recovery	cin	borrow	0.12
hold / removal	b[3]	diff[3]	2.37
## per-stage QoR
| stage | worst slack (ns) | hold slack [ns] | util (%) |
|---|---|---|---|
| floorplan | 0.720 | 1.68 | - |
| global placement | -0.111 | 2.59 | 9.23 |
| detailed placement | -0.113 | 2.59 | 9.23 |
| CTS | 0.00216 | 2.34 | 9.27 |
| global route | 0.0257 | 2.43 | 9.49 |
| finish | 0.124 | 2.37 | 9.49 |
## what timing repair did
item	in CTS	in global routing
resized	3	3
endpoints found under the setup margin	1	2
pin swaps	1	2
## placed cells by master (no fill, tap or decap)
master           count
inv_2                1
clkdlybuf4s50_1     13
inv_1                9
dlygate4sd2_1        1
fa_2                 4
Power figures rest on the tool's default switching activity, not on a simulated workload.
